**flow/run.sh**
```bash
#!/bin/bash
# OpenROAD 26Q1-2900-gdf79404cd8, Yosys 0.63+post, stock flow scripts
make -C /OpenROAD-flow-scripts/flow DESIGN_CONFIG=/design/flow/config.mk WORK_HOME=/design/flow/orfs finish
```
**flow/config.mk**
```make
export PLATFORM = sky130hd
export DESIGN_NAME = spi_fsm
export DESIGN_NICKNAME = spi_fsm
export VERILOG_FILES = /design/flow/design.v
export SDC_FILE = /design/flow/constraint.sdc
export NUM_CORES = 4
export LEC_CHECK = 1
export CORE_AREA = 10 10 70 70
export DIE_AREA = 0 0 80 80
```
**flow/constraint.sdc**
```tcl
current_design spi_fsm

set clk_period 1.5
set clk_io_pct 0.2

create_clock -name clk0 -period $clk_period [get_ports {clk}]

set non_clock_inputs [all_inputs -no_clocks]
set_input_delay [expr $clk_period * $clk_io_pct] -clock clk0 $non_clock_inputs
set_output_delay [expr $clk_period * $clk_io_pct] -clock clk0 [all_outputs]
```
**flow/design.v**
```verilog
module spi_fsm(
    input clk, 
    input reset_n,  
    input sclk_posedge, 
  	input bit_count_eq_20,
    input ss, 
    output reg shift_en, 
    output reg clear, 
    output reg increament,
    output reg transaction_done
);
    reg [1:0] present_state, next_state; 
    parameter IDLE = 2'b00; 
    parameter TRANSFER = 2'b01; 
    parameter FINISH = 2'b10; 
    parameter WAIT_SS_HIGH = 2'b11; 
    always @(*) begin
        begin: NSL
         case(present_state)
            IDLE: next_state = !ss? TRANSFER: IDLE;
            TRANSFER: next_state = !ss? (bit_count_eq_20? FINISH: TRANSFER) : IDLE; 
            FINISH: next_state = !ss? WAIT_SS_HIGH : IDLE;  
            WAIT_SS_HIGH: next_state = !ss? WAIT_SS_HIGH: IDLE; 
         endcase 
        end 
        begin: OL
        case(present_state) 
            IDLE: begin
                clear = 1; 
                increament = 0; 
                shift_en = 0; 
                transaction_done = 0; 
            end
            TRANSFER: begin
                clear = 0; 
                increament = sclk_posedge; 
                shift_en = sclk_posedge; 
                transaction_done = 0;
            end
            FINISH: begin             
                clear = 1; 
                increament = 0; 
                shift_en = 0; 
                transaction_done = 1;
            end
            WAIT_SS_HIGH: begin
                clear = 1; 
                increament = 0; 
                shift_en = 0; 
                transaction_done = 0;
            end
        endcase 
        end 
    end 
    always @(posedge clk or negedge reset_n) begin 
        if(!reset_n) 
            present_state <= IDLE; 
        else 
            present_state <= next_state; 
    end
endmodule 
```
==> results.txt <==
Status of the implementation.

- Ranked by flip-flop count, first place goes to present_state.
- The number of flip-flops in the largest register is 4, for reference.
- The launch point of the worst path is present_state[0]$_DFF_PN1_, for reference.
- The path class of the lowest-slack min-delay path is in -> async, for reference.
- Per the post-run analysis, buffers plus inverters along the critical path come to 3.
- The post-layout utilization of the core is 10.0%, for reference.
- The post-synthesis instance area is 156 um^2, for reference.
- The cell sequence reported for the critical path is inv_2, buf_4, and3_4, buf_2.
- Synthesis produced 15 cells.
- The violation count after the first detailed-routing iteration is 7, for reference.
- CTS reports a maximum clock tree buffer depth of 2.
- For this block, the via count after detailed routing is 164.
- The number of diodes is 0, for reference.
- The final timing summary puts the cycle share of the worst path at 97.6%.
- The setup violation total in the final timing report is 0, for reference.
- The final power report lists total power as 312 uW.
- The required time at the worst endpoint is listed as 1.20 ns.
- The top-level port count is 9, for reference.
- The instance count on the critical path is 4, for reference.
- The layout cell share with drive strength beyond 1 is 45.2%, for reference.
- Once synthesis finished, the tally of register bits stood at 4.
- The first TritonRoute pass finished after 4 iterations.
- The latest clock arrival within the worst-skew pair is 0.24 ns, for reference.
- The worst path in the final design needs a cycle of 1.46 ns, including I/O delays and setup.
- The detail-routed via count per cell is 2.13, for reference.
- The worst setup margin is 0.0357 ns, for reference.
- The TritonCTS sink count is 4, for reference.
- The per-instance average area after synthesis is 10.4 um^2, for reference.
- Per the Yosys statistics, synthesis produced 15 cells.
- The max-slew violation count is 0, for reference.
- By instance count after routing, the leading logic cell types are sky130_fd_sc_hd__buf_4, sky130_fd_sc_hd__clkbuf_4, sky130_fd_sc_hd__clkdlybuf4s50_1, sky130_fd_sc_hd__dfrtp_1.
- The largest registers in the layout are present_state (4).
- The warning total across the stage logs is 26, for reference.
- The tree is rooted in a sky130_fd_sc_hd__clkbuf_4.
- The sum of net half-perimeters after detailed placement is 423 um, for reference.
- The number of distinct library cell variants in the gate-level netlist after synthesis is 11, for reference.
- The area taken by multi-input combinational cells is reported as 48.8 um^2.
- Logged for this run, the post-placement worst setup slack is -0.203 ns.
- The cell type of the slowest stage on the worst timing path is sky130_fd_sc_hd__dfstp_2, for reference.
- Per the summary, power density relative to cell area is 910 nW/um^2.
- The number of buffers added on ports is 8, for reference.
- STA classifies the critical path startpoint as a flop.
- The site row count is 21, for reference.
- The clock arrives with 0.00538 ns of skew.
- The CTS tree is done, for reference.
- The worst setup path is captured at an output pin.
- The most instantiated logic cell after routing is sky130_fd_sc_hd__buf_4, for reference.
- The floorplan-stage core utilization is 4.58%, for reference.
- The biggest cell delay along the critical path is 0.53 ns, for reference.
- The clock input transition at the sequential cells of the worst setup and hold paths is 0.04 ns, for reference.
- The post-synth area from yosys stat is 156 um^2, for reference.
- The flow ran to the end, and the final reports show no timing, DRC or antenna violations.
- The worst vdd rail ir drop is 0.190 mV, for reference.
- The width of the die is 80 um, for reference.
- Across all checked pins, the minimum headroom to the slew limit is 88.5%.
- The total die size is 6400 um^2, for reference.
- The worst-margin pin slew is 0.172 ns, for reference.
- Once detail routing completed, the nets flagged for antenna violations numbered 0.
- The sequential cell area fraction in the yosys report is 64.8%, for reference.
- The data arrival time of the critical path is 1.16 ns, for reference.
- The number of cell instances on the worst register-to-register path is 4, for reference.
- The vertical die dimension is 80 um, for reference.
- The run reported a max-capacitance violation count of 0.
- The end of the worst register-to-register path is present_state[2]$_DFF_PN0_, for reference.
- Counting endpoints that fail hold in the final report gives 0.
- The critical register-to-register path startpoint is present_state[0]$_DFF_PN1_, for reference.
- The initial antenna violation count is 0, for reference.
- The wire length per cell is 7.35 um, for reference.
- The kind of cell with the highest combined delay along the critical path is flip-flops.
- The peak fanout along the critical path is 2, for reference.
- The path type of the worst setup path is reg -> out, for reference.
- In this run, CTS created clock tree buffers numbering 3.
- Looking at the clock tree report, the H-tree level count equals 1.
- The count of fill cells added during filler insertion is 403, for reference.
- After detailed routing, the total wire length is 566 um.
- The sequential cell area in the final layout is 101 um^2, for reference.
- The total grt overflow is 0, for reference.
- The floorplan step defined a core boundary enclosing 3420 um^2.
- The flow reports an fmax of 683 MHz.
- Entering global routing, the biggest net connects 5 pins.
- The combined global-route utilization of all metal layers is 1.81%, for reference.
- The number of global-route vias before repair is 171, for reference.
- The total DRC errors in the routed layout is 0, for reference.
- The synthesis report lists the Yosys warning total as 1.
- After clock tree synthesis, the flow added hold-fix buffers numbering 0.
- The global placement routability congestion is 0.681, for reference.
- The sum of negative setup slack is 0 ns, for reference.
- Setup slack on the worst reg-to-reg path comes out at 0.48 ns.
- The flow measured a signed area growth from synthesis to layout of 119%.
- The power report puts the leakage power at 0.151 nW.
- The capturing element of the worst setup path is shift_en, for reference.
- The global-route wire length before repair is 841 um, for reference.
-- worst register-to-register path: stages, from the launching register on --
cell	delay [ns]
sky130_fd_sc_hd__dfstp_2	0.53
sky130_fd_sc_hd__inv_2	0.04
sky130_fd_sc_hd__buf_4	0.12
sky130_fd_sc_hd__buf_4	0.12
sky130_fd_sc_hd__a21oi_1	0.13
-- where the power goes --
part	internal, mW	switching [mW]
sequential	0.115	0.00399
clock	0.100	0.0506
combinational	0.0287	0.0139
-- per-stage QoR --
step | area [um^2] | instances | hold slack, ns
6_report | 343 | 77 | 0.255
5_1_grt | 343 | 77 | 0.252
4_1_cts | 339 | 76 | 0.253
3_5_place_dp | 294 | 69 | 0.512
3_3_place_gp | 294 | 69 | 0.508
2_1_floorplan | 156 | 15 | 0.00441
-- final cells by class --
class / instances / area share (%)
clock buffers: 4 / 7.66
inverters: 1 / 1.09
multi-input cells: 9 / 14.2
flip-flops and latches: 4 / 29.6
well taps: 46 / 16.8
repair buffers: 13 / 30.7
-- synthesized netlist by cell type (all sizes together) --
library cell  instances  area share [%]
nand2b                1             4.0
nor3                  1             3.2
nand2                 2             4.8
dfstp                 1              17
buf                   1             4.8
inv                   1             2.4
and3                  1             4.0
dfrtp                 3              48
nor2                  3             8.8
a21oi                 1             3.2
-- kinds of logic (layout without fill, tap and decap cells) --
kind of cell / count (synthesis) / after routing / synth area share (%)
AOI/OAI and AO/OA: 1 / 1 / 3.20
DFF: 4 / 4 / 64.8
and+or+nand+nor: 8 / 8 / 24.8
buffers and inverters: 2 / 18 / 7.20
-- what timing repair did --
| item | in CTS | in global routing |
|---|---|---|
| pin swaps | 3 | 1 |
| buffers inserted | 3 | 1 |
| resized | 10 | 2 |
| endpoints found under the setup margin | 4 | 2 |
-- routing by layer --
metal	global-route usage (%)	wire length, um	up-vias
met5	0	0	-
met4	0.352	0	0
met3	3.18	164	0
met2	1.69	166	13
met1	1.80	235	73
li1	-	-	78
-- worst min path at each step --
stage,end,start,cells after the start
4_1_cts,present_state[2]$_DFF_PN0_,reset_n,1
5_1_grt,present_state[1]$_DFF_PN0_,reset_n,1
6_report,present_state[2]$_DFF_PN0_,reset_n,1
No activity file was given, so power comes from the tool's default toggle rates.
