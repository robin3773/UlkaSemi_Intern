$ cat flow/config.mk
export PLATFORM = sky130hd
export DESIGN_NAME = spi_apb_slv_intf
export DESIGN_NICKNAME = spi_apb_slv_intf
export VERILOG_FILES = /design/flow/design.v
export SDC_FILE = /design/flow/constraint.sdc
export NUM_CORES = 4
export LEC_CHECK = 1
export CORE_UTILIZATION = 50
$ cat flow/constraint.sdc
current_design spi_apb_slv_intf

set clk_period 1.0
set clk_io_pct 0.2

create_clock -name clk0 -period $clk_period [get_ports {pclk}]

set non_clock_inputs [all_inputs -no_clocks]
set_input_delay [expr $clk_period * $clk_io_pct] -clock clk0 $non_clock_inputs
set_output_delay [expr $clk_period * $clk_io_pct] -clock clk0 [all_outputs]
$ cat flow/design.v
module apb #(parameter DATA_WIDTH = 32, parameter ADDRESS_WIDTH = 32)(
    input pclk, preset, 
    input [ADDRESS_WIDTH-1:0] paddr, 
    input psel, 
    input penable, 
    input pwrite, 
    input [DATA_WIDTH-1:0] rd_data, pwdata,
    output [ADDRESS_WIDTH-1:0] addr, 
    output reg wr_en, rd_en,
    output [DATA_WIDTH-1:0] prdata, 
    output reg pready,
    output  [DATA_WIDTH-1:0] wr_data
); 
    parameter IDLE       = 2'b00;
    parameter SETUP      = 2'b01; 
    parameter ACCESS     = 2'b10; 
    reg [1:0] next_state, present_state;
    always @(*) begin
        begin: NSL
            case(present_state)
                IDLE    : next_state = psel? SETUP: IDLE; 
                SETUP   : next_state = psel? (penable? ACCESS: SETUP) : IDLE; 
                ACCESS  : next_state = psel? (penable? SETUP: IDLE) : IDLE; 
            endcase
        end 
        begin: OL
            case(present_state)
                IDLE: begin
                    pready  =  1; 
                    wr_en   =  0; 
                    rd_en   =  0; 
                end
                SETUP: begin
                    pready  = 1; 
                    wr_en   = pwrite; 
                    rd_en   = ~pwrite; 
                end
                ACCESS: begin
                    pready  = 1;
                    wr_en   = 0; 
                    rd_en   = 0; 
                end  
            endcase
        end
    end 
    always @(posedge pclk, negedge preset) begin 
        if(!preset)
            present_state <= IDLE; 
        else 
            present_state <= next_state; 
    end 
    assign prdata   = rd_data; 
    assign wr_data  = pwdata; 
    assign addr     = paddr; 
endmodule 
module dff #(parameter WIDTH = 32, RESET_VALUE = 32'b0)(
	input clk, reset_n, 
	input [WIDTH-1:0]d, 
	output reg [WIDTH-1:0] q); 
	always @(posedge clk or negedge reset_n) begin
		if(!reset_n) 
			q <= RESET_VALUE; 
		else 
			q <= d; 
	end 
endmodule 
module spi_apb_slv_intf #(parameter ADDR_LENGTH = 32, DATA_LENGTH =32)(
    input pclk, preset, psel, penable, pwrite,
    input [ADDR_LENGTH-1:0] paddr,
    input [DATA_LENGTH-1:0] pwdata, 
    input spi_bsy, spi_rx_fifo_full, spi_rx_fifo_empty, 
    input spi_tx_fifo_full, spi_tx_fifo_empty, 
    output [DATA_LENGTH-1:0] prdata, 
    output pready, 
    output [3:0] spi_apb_slv_intf_dss, 
    output [1:0] spi_apb_slv_intf_frf,
    output spi_apb_slv_intf_spo,    
    output   spi_apb_slv_intf_sph, 
    output  [7:0] spi_apb_slv_intf_scr, 
    output   spi_apb_slv_intf_lbm, 
    output   spi_apb_slv_intf_sse, 
    output   spi_apb_slv_intf_ms, 
    output   spi_apb_slv_intf_sod, 
    output [15:0] spi_apb_slv_intf_data, 
    output   spi_apb_slv_intf_tfe, 
    output   spi_apb_slv_intf_tnf, 
    output   spi_apb_slv_intf_rne, 
    output   spi_apb_slv_intf_rff, 
    output  spi_apb_slv_intf_bsy, 
    output [7:0] spi_apb_slv_intf_cpsdvsr); 
    wire cr0_wr_en, cr1_wr_en, dr_wr_en, sr_wr_en, cpsr_wr_en; 
    wire wr_en, rd_en; 
    wire [ADDR_LENGTH-1:0] addr; 
    reg  [DATA_LENGTH-1:0] rd_data; 
    wire [DATA_LENGTH-1:0] wr_data; 
    wire [DATA_LENGTH-1:0] cr0_d, cr0_q; 
    wire [DATA_LENGTH-1:0] cr1_d, cr1_q; 
    wire [DATA_LENGTH-1:0] dr_d, dr_q; 
    wire [DATA_LENGTH-1:0] sr_d, sr_q; 
    wire [DATA_LENGTH-1:0] cpsr_d, cpsr_q; 
    dff #(32, 32'b0) u_cr0(
        .d(cr0_d),
        .q(cr0_q),
        .clk(pclk),
        .reset_n(preset)
    );
    dff #(32, 32'b0) u_cr1(
        .d(cr1_d),
        .q(cr1_q),
        .clk(pclk),
        .reset_n(preset)
    );
    dff #(32, 32'h0000xxxx) u_dr(
        .d(dr_d),
        .q(dr_q),
        .clk(pclk),
        .reset_n(preset)
    );
    dff #(32, 32'h3) u_sr(
        .d(sr_d),
        .q(sr_q),
        .clk(pclk),
        .reset_n(preset)
    );
    dff #(32, 32'b0) u_cpsr(
        .d(cpsr_d),
        .q(cpsr_q),
        .clk(pclk),
        .reset_n(preset)
    );
    apb u_apb(
	.pclk(pclk),
	.preset(preset),
	.paddr(paddr),
	.psel(psel),
	.penable(penable),
	.pwrite(pwrite),
	.rd_data(rd_data), 
	.pwdata(pwdata),
	.addr(addr),
	.wr_en(wr_en),
	.rd_en(rd_en),	
	.prdata(prdata),
	.pready(pready),
	.wr_data(wr_data)
); 
    assign cr0_wr_en = wr_en & (addr == 32'h0) ; 
    assign cr0_d = cr0_wr_en ? {16'b0, wr_data[15:0]} : cr0_q; 
    assign cr1_wr_en = wr_en & (addr == 32'h4) ; 
    assign cr1_d = cr1_wr_en ? {28'b0, wr_data[3:0]} : cr1_q; 
    assign dr_wr_en = wr_en & (addr == 32'h8) ; 
    assign dr_d = dr_wr_en ? {16'b0, wr_data[15:0]} : dr_q; 
    assign sr_d = {27'b0, spi_bsy, spi_rx_fifo_full, spi_rx_fifo_empty, spi_tx_fifo_full, spi_tx_fifo_empty}; 
    assign cpsr_wr_en = wr_en & (addr == 32'h10) ; 
    assign cpsr_d = cpsr_wr_en ? {24'b0, wr_data[7:0]} : cpsr_q; 
    always @(*) begin
        case(addr) 
            32'h0 : rd_data = rd_en ? cr0_q: 32'b0;
            32'h4 : rd_data = rd_en ? cr1_q: 32'b0;  
            32'h8 : rd_data = rd_en ? dr_q : 32'b0; 
            32'hc : rd_data = rd_en ? sr_q : 32'b0; 
            32'h10: rd_data = rd_en ? cpsr_q: 32'b0;
        endcase 
    end
    assign {spi_apb_slv_intf_scr, spi_apb_slv_intf_sph, spi_apb_slv_intf_spo, spi_apb_slv_intf_frf, spi_apb_slv_intf_dss} = cr0_q[15:0]; 
    assign {spi_apb_slv_intf_sod, spi_apb_slv_intf_ms, spi_apb_slv_intf_sse, spi_apb_slv_intf_lbm} = cr1_q[3:0]; 
    assign spi_apb_slv_intf_data = dr_q[15:0]; 
    assign {spi_apb_slv_intf_bsy, spi_apb_slv_intf_rff, spi_apb_slv_intf_rne, spi_apb_slv_intf_tnf, spi_apb_slv_intf_tfe} = sr_q[3:0]; 
    assign spi_apb_slv_intf_cpsdvsr = cpsr_q[7:0]; 
endmodule 
$ cat flow/run.sh
#!/bin/bash
# OpenROAD 26Q1-2900-gdf79404cd8, Yosys 0.63+post, stock flow scripts
make -C /OpenROAD-flow-scripts/flow DESIGN_CONFIG=/design/flow/config.mk WORK_HOME=/design/flow/orfs finish
==> flow_summary.yaml <==
# implementation run metrics
run_status:
  status: "finished, violations left"
  violations: "hold timing, setup timing"
sta:
  max_freq_mhz: 547
  setup_viol: 90
  finalCritPeriodShare: 1.83
  hold_ws_ns: -0.137
  finalMaxSlewViolations: 0
  worst_pin_slew_ns: 0.798
  finalHoldViolCount: 49
  rsz0062_at_grt: "yes"
  worst_slack_ns: -0.828
  layout_min_cycle_time_ns: 1.83
  skew_ns: 0
  untimed_endpoints: 38
  unclocked_pins: 20
  max_slew_margin: 0.468
power_and_ir_drop:
  vdd_drop_max_v: 0.00135
  sw_frac_of_total: 0.228
  p_leak_nw: 2.55
  power_w: 0.00401
  power.internal_w: 0.00310
  power.share.sequential: 0.518
  powerDensity_nw_per_um2: 807
  clkPwrFrac: 0.372
  p_switching_w: 0.000915
  comb_power_share: 0.110
clock_network:
  clock_latency_ns: 0.31
  tritoncts: "built"
  cts_buffers: 5
  h-tree-depth: 2
  clockBufferDepth: 2
  cts_root_buf: "clkbuf_8"
  path_clk_slew_ns: 0.10
global_route:
  grt_pass1_wl_mm: 14.5
  grtUsageTotal: 0.320
  grt_max_degree: 52
  grt_pass1_vias: 2844
  grt-ovfl-total: 0
  antenna_found_initial: 0
yosys:
  yosys_cells: 247
  ys_sh_adder: 0.0127
  topCombFamilyByArea: "multiplexers"
  avgSynthCellArea_um2: 11.9
  synthCells: 247
  simple_gate_share: 0.107
  synth-edff-count: 0
  synth-xor-area-share: 0
  netlist_area_um2: 2940
  ys_ff: 71
  ys_types: 38
  mux_area_frac: 0.190
  yosysWarnings: 5
  ys_area_um2: 2940
  synthArstFlopShare: 0.718
  ff_type: "dfrtp_1"
  compound_area_frac: 0.0778
place:
  hpwl_mm: 6.02
  place.gp.congestion: 0.815
  dp_cells: 486
  post-place-ws_ns: -1.55
  portBuffers: 121
worst_setup_path:
  critPathLaunchType: "input pin"
  crit_path_end_kind: "flip-flop"
  cp_data_required_time_ns: 1.20
  r2r-start: "u_dr.q[4]"
  rrSetupSlack_ns: -0.03
  arrival_ns: 2.03
  r2r-end: "u_dr.q[4]"
  crit_fanout: 6
  critical_path_class: "in -> reg"
  worst_r2r_path_depth: 3
detailed_routing:
  antenna_cells: 0
  vias_per_cell: 5.30
  ant_nets: 0
  drc_errors: 0
  routed_wirelength_mm: 9.22
  first_iter_violations: 119
  num_vias: 2752
  dr.pass1.iters: 4
  wl_per_cell_um: 17.8
cells_and_area:
  layout-drive-gt1-share: 0.470
  instances_no_fill: 519
  seqCellArea_um2: 1580
  logic_area_um2: 1460
  synthToLayoutAreaGrowth_pct: 68.8
  utilization: 0.892
  n_fill_cell: 263
flow_run:
  drv_cap: 0
  log.warning_count: 50
die:
  chipArea_um2: 6200
  fp_util: 0.528
  io_pins: 156
  fp.dieW_um: 78.7
  coreArea_um2: 5570
  die_y_um: 78.7
  row_count: 27
hold_path:
  worstHoldPathType: "in -> async"
-- worst max-delay path, stage by stage --
cell             delay, ns
clkdlybuf4s50_1       0.41
nor4_2                0.33
and3_1                0.28
and4_1                0.28
buf_4                 0.21
mux2_4                0.31
-- layout by cell type (no fill, tap or decap), drive strengths merged, types with 4 or more instances in the layout --
cell type	count
conb	18
dlymetal6s2s	9
dlxtn	20
nor3	7
inv	6
o32ai	6
clkbuf	5
nand2	23
dfrtp	49
buf	139
nor4	7
mux2i	4
mux2	46
a221oi	4
o22ai	8
clkdlybuf4s50	59
-- kinds of logic (layout without fill, tap and decap cells) --
| logic type | count (synthesis) | in the layout |
|---|---|---|
| muxes | 50 | 50 |
| other | 2 | 18 |
| AOI/OAI and AO/OA | 30 | 30 |
| DFF | 51 | 51 |
| adders and majority gates | 3 | 3 |
| latches | 20 | 20 |
| buffers and inverters | 36 | 220 |
| and+or+nand+nor | 55 | 55 |
-- synthesized netlist by cell type, types with 2 or more instances --
master | instances | area, um2
ha_1 | 3 | 37.5
a31oi_1 | 2 | 12.5
dlxtn_1 | 20 | 300
o32ai_1 | 6 | 52.6
buf_2 | 4 | 20.0
and3_1 | 3 | 18.8
buf_4 | 18 | 135
and2_1 | 2 | 12.5
conb_1 | 2 | 7.51
mux2i_1 | 4 | 40.0
clkbuf_1 | 8 | 30.0
nor4_1 | 7 | 43.8
dfstp_2 | 2 | 52.6
o21a_1 | 2 | 15.0
or4_4 | 2 | 22.5
a211oi_1 | 2 | 15.0
o22ai_1 | 8 | 50.1
nand3_1 | 2 | 10.0
a22oi_1 | 3 | 22.5
dfrtp_1 | 49 | 1230
mux2_2 | 46 | 518
a221oi_1 | 4 | 35.0
nand2_1 | 23 | 86.3
nor3_1 | 5 | 25.0
inv_1 | 5 | 18.8
and4_1 | 3 | 26.3
-- layout make-up --
class / count / share of cell area
clock buffers: 5 / 0.0138
flip-flops and latches: 71 / 0.318
inverters: 5 / 0.00378
clock inverters: 3 / 0.00931
repair buffers: 207 / 0.344
multi-input cells: 156 / 0.293
well taps: 72 / 0.0181
-- through the flow --
stage                     TNS (ns)  hold WS (ns)  area, um2
after floorplan             -35.47       -0.0956       3230
after global placement      -56.31         0.208       4780
after detailed placement    -58.21         0.212       4780
after CTS                   -37.76        -0.122       4930
after global routing        -39.18        -0.115       4970
final                       -35.59        -0.137       4970
-- worst max-delay path by stage --
stage / startpoint / end / slack, ns / depth (start not counted)
after CTS: paddr[4] / u_cr0.q[14] / -0.93 / 7
after global routing: paddr[12] / u_dr.q[4] / -0.87 / 6
final: paddr[12] / u_dr.q[2] / -0.83 / 6
-- power by group through the flow --
stage	clock network [W]	logic, W	registers (W)
4_1_cts	0.00150	0.000435	0.00208
5_1_grt	0.00159	0.000470	0.00208
6_report	0.00149	0.000440	0.00208
-- metal layers --
| metal | global-route usage | vias up | part of all wire |
|---|---|---|---|
| li1 | - | 1260 | - |
| met1 | 0.505 | 1350 | 0.44 |
| met2 | 0.488 | 134 | 0.47 |
| met3 | 0.0875 | 8 | 0.083 |
| met4 | 0.0370 | 0 | 0.0088 |
| met5 | 0 | - | 0 |
-- what timing repair did --
item,CTS,global route
endpoints found under the hold margin,49,49
gates cloned,1,0
setup endpoints to repair,92,92
buffers inserted,22,2
pin swaps,5,8
gates resized,185,11
-- flip-flops by register name, indices dropped and copies added (netlist names) --
register	flops
u_apb.present_state	2
rd_data	16
u_apb.next_state	2
u_sr.q	5
u_apb.rd_en	1
u_cr1.q	4
u_apb.wr_en	1
u_cr0.q	16
u_dr.q	16
u_cpsr.q	8
Power and IR drop assume default switching activity.
